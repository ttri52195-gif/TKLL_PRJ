==> flow/design.v <==
`timescale 1ns / 1ns
module Branch_Prediction(
    input wire clk,
    input wire rst_n,
    input wire [31:0] PC_IF,         
    output wire Predict_Taken,       
    input wire [31:0] PC_MEM,       
    input wire is_Branch_MEM,      
    input wire Actual_Taken        
);
    reg [1:0] bht [0:63]; 
    integer i;
    wire [5:0] read_index;
    assign read_index = PC_IF[7:2];
    assign Predict_Taken = bht[read_index][1]; 
    wire [5:0] write_index;
    assign write_index = PC_MEM[7:2];
    always @(posedge clk or negedge rst_n) begin
        if (!rst_n) begin
            for (i = 0; i < 64; i = i + 1) begin
                bht[i] <= 2'b01;
            end
        end
        else if (is_Branch_MEM) begin
            case (bht[write_index])
                2'b00: begin
                    if (Actual_Taken) bht[write_index] <= 2'b01;  
                    else              bht[write_index] <= 2'b00;  
                end
                2'b01: begin
                    if (Actual_Taken) bht[write_index] <= 2'b10;  
                    else              bht[write_index] <= 2'b00;  
                end
                2'b10: begin
                    if (Actual_Taken) bht[write_index] <= 2'b11;  
                    else              bht[write_index] <= 2'b01;  
                end
                2'b11: begin
                    if (Actual_Taken) bht[write_index] <= 2'b11;  
                    else              bht[write_index] <= 2'b10;  
                end
            endcase
        end
    end
endmodule
==> flow/run.sh <==
#!/bin/bash
# OpenROAD 26Q1-2900-gdf79404cd8, Yosys 0.63+post, stock flow scripts
make -C /OpenROAD-flow-scripts/flow DESIGN_CONFIG=/design/flow/config.mk WORK_HOME=/design/flow/orfs finish
==> flow/config.mk <==
export PLATFORM = sky130hd
export DESIGN_NAME = Branch_Prediction
export DESIGN_NICKNAME = Branch_Prediction
export VERILOG_FILES = /design/flow/design.v
export SDC_FILE = /design/flow/constraint.sdc
export NUM_CORES = 4
export LEC_CHECK = 1
export CORE_UTILIZATION = 40
==> flow/constraint.sdc <==
current_design Branch_Prediction

set clk_period 4.7
set clk_io_pct 0.2

create_clock -name clk0 -period $clk_period [get_ports {clk}]

set non_clock_inputs [all_inputs -no_clocks]
set_input_delay [expr $clk_period * $clk_io_pct] -clock clk0 $non_clock_inputs
set_output_delay [expr $clk_period * $clk_io_pct] -clock clk0 [all_outputs]
==> out/metrics.cfg <==
[setup_path]
worstSetupPathType = input pin to primary output
endpoint = Predict_Taken
startpoint = PC_IF[3]
r2r-end = bht[46][0]
path_max_fanout = 12
reg2regPathDepth = 9
regToRegStartpoint = bht[3][0]
cp-end-kind = primary output
cp.required_ns = 3.76
cp_data_arrival_time_ns = 3.49
start_kind = input pin
rrSetupSlack_ns = 1.77

[floorplanning]
rows = 50
core_region_area_mm2 = 0.0186
die_h_um = 140
fp_util_pct = 40.8
pin_count = 69
dieArea_mm2 = 0.0196
die_w_um = 140

[clock_tree]
root_buffer = clkbuf_16
clkLatencyLatePin_ns = 0.42
cts-resized-gates = 0
numCtsBuffers = 17
clk_path_buf_depth = 2
clk_pin_slew_ns = 0.06
cts-htree-levels = 4
hold_buffers = 0
cts_setup_buffers = 0
clock_sinks = 128
cts_tree = done

[final_timing]
drv_slew = 0
tns_ns = 0
rsz0062_at_grt = false
fin_skew_ns = 0.00959
min_period_ns = 4.43
maxSlewHeadroom_pct = 37.1
setup_slack_ns = 0.271
setup-violations-final = 0
finalClockPeriodUsage_pct = 94.2
worstMarginPinSlew_ns = 0.944
hold_violations = 0
max_freq_mhz = 226

[place]
hpwl_um = 19700
dp_slack_ns = 0.329
routabilityCongestion = 1.02
io_buffer_count = 16

[global_routing]
grt_pass1_vias = 6246
grt-ovfl-total = 0
grt_max_degree = 54
grt_pass1_wl_um = 41400
track_usage_pct = 30.0
grt_antenna_before_repair = 1

[final_layout]
area_growth_pct = 14.8
reg.largest.list = bht x128
largest_reg_flops = 128
regMostFlops = bht
final_layout_size_suffix_gt1_share_pct = 38.0
fillers = 1635

[synth]
syn_inst = 721
netlist_area_mm2 = 0.00761
yosys_cells = 721
top_area_share_pct = 22.1
edf_count = 0
synth_area_leader_cell = dfstp_2
synthArstFlopShare_pct = 100
ys_area_mm2 = 0.00761
ys_seq_elements = 128
post_synth.cell_area_avg_um2 = 10.5
synth_seq_share_pct = 43.2
yosys_warnings = 2
ff_type = dfstp_2
topCellsByArea = dfstp_2, dfrtp_1, mux2_2
synthDistinctLibCells = 76

[route]
num_vias = 6282
drt_iter0_drc = 474
avgViaCountPerCell = 6.34
ant_nets = 0
wire_per_inst_um = 27.5
drc_errors = 0
routed_wl_um = 27300
drt-pass1-iter-count = 5

[power]
pwr-share-clk_pct = 39.9
p_sw_w = 0.00105
leakage_nw = 3.50
power.internal_w = 0.00253
p_per_area_mw_per_mm2 = 410
sw_frac_of_total_pct = 29.3
seqPwrFrac_pct = 43.2
ir_drop_mv = 0.232
total_power_w = 0.00358
p_comb_share_pct = 17.0

[run_status]
status = finished clean

[flow_run]
warnings = 77
maxCapViolCount = 0

[hold_path]
min_path_type = register to register

==> cells by family after synthesis <==
| family | count (synthesis) | synth area share (%) |
|---|---|---|
| and+or+nand+nor | 244 | 17.1 |
| AOI/OAI and AO/OA | 140 | 13.7 |
| muxes | 138 | 20.6 |
| DFF | 128 | 43.2 |
| buffers and inverters | 70 | 5.30 |
| adders and majority gates | 1 | 0.148 |
==> layer usage <==
layer | GRT usage [%] | share of wire (%)
met5 | 0 | 0
met2 | 44.3 | 44
met4 | 5.26 | 1.8
met1 | 45.8 | 44
met3 | 8.74 | 9.5
==> how the worst min path moves through the flow <==
| stage | startpoint | end | slack, ns | cells after the start |
|---|---|---|---|---|
| 4_1_cts | bht[26][0] | bht[26][0] | 0.47 | 2 |
| 5_1_grt | bht[26][0] | bht[26][0] | 0.48 | 2 |
| 6_report | bht[26][0] | bht[26][0] | 0.47 | 2 |
==> final cells by class <==
type                            count  area (um2)  area share [%]
Clock inverter                     15         209            2.39
Multi-Input combinational cell    523        3920            44.9
Clock buffer                       17         425            4.87
Tap cell                          234         293            3.35
Sequential cell                   128        3280            37.6
Timing Repair Buffer               65         568            6.51
Inverter                            8        30.0           0.344
Antenna cell                        1        2.50          0.0287
==> cell usage after synthesis (11+ instances only) <==
library cell  count
nand2_1         102
buf_2            16
o31ai_1          22
buf_6            14
nor2b_1          15
nand3_1          21
o21ai_0          17
a31oi_1          11
dfstp_2          64
a21oi_1          14
dfrtp_1          64
nor2_1           20
clkbuf_1         25
mux2_2          116
and3_1           13
mux2i_1          17
nand4_1          11
==> stage by stage <==
stage / hold slack [ns] / instances / instance area (um2) / utilization [%]
6_report: 0.471 / 991 / 8730 / 46.8
3_3_place_gp: 0.460 / 958 / 8100 / 43.4
5_1_grt: 0.485 / 990 / 8730 / 46.8
4_1_cts: 0.472 / 990 / 8730 / 46.8
3_5_place_dp: 0.464 / 958 / 8100 / 43.4
2_1_floorplan: 0.450 / 721 / 7610 / -
==> worst max-delay path, stage by stage <==
cell and delay [ns]:
clkdlybuf4s50_1 0.78, buf_4 0.28, and3_1 0.21, nand2_1 0.07, o311ai_0 0.12, o21ai_0 0.19, a21oi_1 0.18, a211oi_1 0.07
o211ai_1 0.18, clkdlybuf4s50_1 0.48
==> power by group through the flow <==
stage     Sequential (W)  Clock (W)  Combinational, W
4_1_cts          0.00154    0.00144          0.000602
5_1_grt          0.00156    0.00151          0.000651
6_report         0.00154    0.00143          0.000607
==> layout by cell type (no fill, tap or decap), types with 11 or more instances in the layout <==
cell / count
a31oi_1: 11
a21oi_1: 14
nand2_1: 102
clkdlybuf4s50_1: 11
dfrtp_1: 64
dfstp_2: 64
mux2i_1: 17
buf_4: 45
nand3_1: 21
nor2b_1: 15
nand4_1: 11
o31ai_1: 22
clkbuf_16: 17
nor2_1: 20
and3_1: 13
mux2_2: 116
o21ai_0: 17
Power figures rest on the tool's default switching activity, not on a simulated workload.
