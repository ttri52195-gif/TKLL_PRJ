## design.v

```verilog
`timescale 1ns / 1ns
module ALU(
    input [31:0] oprd1,
    input [31:0] oprd2,
    input [3:0] ALU_Operation,
    output reg zero,
    output reg [31:0] result
 );
always @(*) begin 
    case(ALU_Operation)
        4'b0010: 
            result = oprd1 + oprd2;
        4'b0110:
            result = oprd1 - oprd2;
        4'b0000:
            result = oprd1 & oprd2;
        4'b0001:
            result = oprd1 | oprd2;
        4'b1100:
            result = ~(oprd1 | oprd2);
        4'b1000:
            result = oprd1 ^ oprd2;
        4'b0111:
            begin 
                if ($signed(oprd1) < $signed(oprd2))result = 32'd1;
                else result = 32'd0;
            end
        default: result = 32'd0;
    endcase
    zero = (result == 32'd0);
end
endmodule
```

## run.sh

```bash
#!/bin/bash
# OpenROAD 26Q1-2900-gdf79404cd8, Yosys 0.63+post, stock flow scripts
make -C /OpenROAD-flow-scripts/flow DESIGN_CONFIG=/design/flow/config.mk WORK_HOME=/design/flow/orfs finish
```

## config.mk

```make
export PLATFORM = sky130hd
export DESIGN_NAME = ALU
export DESIGN_NICKNAME = ALU
export VERILOG_FILES = /design/flow/design.v
export SDC_FILE = /design/flow/constraint.sdc
export NUM_CORES = 4
export LEC_CHECK = 1
export CORE_UTILIZATION = 40
```

## constraint.sdc

```tcl
current_design ALU

set clk_period 22.6
set clk_io_pct 0.2

create_clock -name clk0 -period $clk_period

set non_clock_inputs [all_inputs -no_clocks]
set_input_delay [expr $clk_period * $clk_io_pct] -clock clk0 $non_clock_inputs
set_output_delay [expr $clk_period * $clk_io_pct] -clock clk0 [all_outputs]
```

==> ci_impl_report.md <==
## Synthesis and layout report

| Metric | Value |
|---|---|
| Status | finished clean |
| Total of cells resized after clock tree synthesis | 0 |
| Worst path depth | 14 |
| RSZ-0062 raised after global routing | no |
| Avg Inst Size Synth | between 6 and 7 um^2 |
| CP Capture Type | output port |
| Global-route wire length before repair | 37500 um |
| Met3 Resource Use GR | 3.68% |
| Crit path to | zero |
| OpenROAD warnings | approximately 100 |
| Crit-path cells | clkdlybuf4s50_1 -> and3b_1 -> buf_4 -> nand2_1 -> a21oi_1 -> or3_1 -> o32ai_1 -> o311ai_1 -> nor4b_1 -> nand4b_1 -> nor4_2 -> nand4_1 -> nor4_2 -> clkdlybuf4s50_1 |
| Critical path data required time | around 18 ns |
| Antenna viol nets, final | 0 |
| Ports | between 100 and 150 |
| Number of max-cap violations | 0 |
| Switch share | between 50 and 60% |
| N_diodes | 0 |
| Delay of the slowest critical-path stage | between 0.7 and 0.8 ns |
| Minimum clock period | around 14 ns |
| Power Total | 0.185 mW |
| Crit path kind | in -> out |
| Internal Power | between 0.07 and 0.08 mW |
| Layout area overhead | 17.0% |
| WL final | 23800 um |
| Final GP Congestion | roughly 0.99 |
| Final WS setup | around 9 ns |
| Vias per cell | roughly 6 |
| Post-layout util | around half |
| Clock Power Share | 0% |
| Chip area in the Yosys report | between 0.006 and 0.007 mm^2 |
| Initial core utilization | approximately two fifths |
| Num rows | 45 |
| Gate Count Post-Synth | ~960 |
| Final worst-path cycle share | 59.9% |
| Met2 Track Usage GR | a little under half |
| Synth unique cells | 96 |
| Vias in the first global route | a little under 7000 |
| Sequential power share | 0% |
| Yosys warns | 1 |
| Critical path startpoint | ALU_Operation[2] |
| Worst hold slack | 10.24 ns |
| Pwr dens | ~25 mW/mm^2 |
| Delay-heaviest family, CP | simple AND/OR/NAND/NOR gates |
| First drt pass iteration count | 6 |
| Yosys cell count | around 960 |
| Slew HR | between 40% and 50% |
| Switching power | roughly 0.11 mW |
| Register cell area after layout | 0 um^2 |
| Peak Freq | 0.0738 GHz |
| IO buf count | 101 |
| Die Y | around 130 um |
| Initial DRC Count | 700 |
| Final slew viol count | 0 |
| Comb pwr share | 100.0% |
| Detailed Place HPWL | roughly 18000 um |
| Setup slack at placement | 9.10 ns |
| Global route hottest layer | met2 |
| Maximum VDD drop | roughly 11 uV |
| Hold_buf cts | 0 |
| CLK BUF | 0 |
| Finish-stage setup viols | 0 |
| Drt wl/cell | around 19 um |
| Critical Path Slowest Stage Cell | clkdlybuf4s50_1 |
| Die X | between 100 and 150 um |
| Die area | ~0.016 mm^2 |
| DR vias | 7490 |
| Flop Count | 0 |
| Setup bufs post-CTS | 0 |
| Layout cells sized above 1 | 5.23% |
| Multi-input gate area | roughly 0.0058 mm^2 |
| Grt total ovfl | 0 |
| Cell Area, Synth | 0.00639 mm^2 |
| GRT Total Usage | 29.2% |
| CP Buf/Inv Count | 3 |
| Final Non-Filler Cells | roughly 1200 |
| Startpoint types | primary input |
| Seq share, synth | 0% |
| Fillcell total | approximately 1600 |
| Final Hold Violation Tally | 0 |
| CP Max Fanout | 23 |
| Crit path DAT | approximately 9.0 ns |
| Placed cell area | 0.00748 mm^2 |
| Grt met1 use | about two fifths |
| Dpl cells | roughly 1200 |
| Leakage | between 3 and 4 nW |
| Core box area | 0.0154 mm^2 |
| Final Instance Area | approximately 0.0075 mm^2 |
| HP Class | in -> out |
| # DRC | 0 |
| Largest net degree at the start of global routing | 60 |
| Fin Setup TNS | 0 ns |
| Least-Margin Pin Slew | between 0.7 and 0.8 ns |
| Initial antenna violation count | 1 |
## worst min-delay path: cells and delay by family
family,cells,cell delay (ns)
buffers and inverters,3,0.90
AOI/OAI and AO/OA,1,0.28
## cells in the mapped netlist (4+ instances only)
cell type / count / area [um^2]
o31a_1: 7 / 61.3
buf_2: 29 / 145
clkbuf_1: 19 / 71.3
o21bai_1: 9 / 67.6
o211ai_1: 24 / 180
nand3_1: 18 / 90.1
ha_1: 104 / 1300
or2_1: 6 / 37.5
a21oi_1: 90 / 450
nand2_1: 86 / 323
o21ai_0: 40 / 200
a22oi_1: 13 / 97.6
buf_1: 4 / 15.0
a311oi_1: 6 / 52.6
o21a_1: 11 / 82.6
a22o_1: 4 / 35.0
o41ai_1: 4 / 35.0
o221ai_1: 4 / 35.0
a21o_1: 17 / 128
nor4b_1: 6 / 52.6
nor3b_1: 5 / 37.5
nand4_1: 11 / 68.8
inv_1: 91 / 342
a221oi_1: 6 / 52.6
a221o_1: 4 / 40.0
buf_4: 7 / 52.6
mux2i_1: 14 / 140
nand2b_1: 10 / 62.6
nor2b_1: 14 / 87.6
nand3b_1: 5 / 37.5
a211o_1: 7 / 61.3
nor4_1: 9 / 56.3
o31ai_1: 12 / 90.1
xnor2_1: 5 / 43.8
nor3_1: 23 / 115
nor2_1: 79 / 297
and2_1: 8 / 50.1
or3_1: 15 / 93.8
and3_1: 9 / 56.3
a31oi_1: 9 / 56.3
o21ai_1: 8 / 40.0
o22ai_1: 7 / 43.8
a211oi_1: 9 / 67.6
## power groups by stage
| stage | Sequential [mW] | Combinational, mW | Clock, mW |
|---|---|---|---|
| CTS | 0 | 0.183 | 0 |
| finish | 0 | 0.185 | 0 |
| global route | 0 | 0.202 | 0 |
## cells by family after synthesis
group                    Yosys count  synth area share (%)
buffers and inverters            155                  10.3
multiplexers                      15                  2.37
XOR/XNOR                           5                 0.685
AND/OR/NAND/NOR                  326                  26.2
AND-OR/OR-AND                    352                  39.4
adder cells (fa/ha/maj)          106                  21.0
## worst min-delay path by stage
stage | endpoint | slack, ns | start | depth (start not counted)
4_1_cts | result[2] | 10.25 | ALU_Operation[0] | 4
5_1_grt | result[2] | 10.32 | ALU_Operation[0] | 4
6_report | result[2] | 10.24 | ALU_Operation[0] | 4
## per-layer routing
layer | vias to the layer above | wire length, um | share of wire (%)
met5 | - | 0 | 0
met4 | 0 | 650 | 2.7
met3 | 53 | 1800 | 7.5
met2 | 312 | 10300 | 43
met1 | 3461 | 11100 | 47
li1 | 3664 | - | -
## cell type report
| class | instances | share of cell area (%) |
|---|---|---|
| Tap cell | 211 | 3.53 |
| Timing Repair Buffer | 115 | 14.9 |
| Multi-Input combinational cell | 804 | 76.9 |
| Inverter | 94 | 4.72 |
## placed cells by master, fill, tap and decap left out, drive strengths merged, types with 6 or more instances in the layout
cell	count
ha	104
clkdlybuf4s50	100
inv	93
a21oi	92
nand2	86
nor2	80
o21ai	49
nor3	26
o211ai	24
nand3	18
a21o	17
or3	16
buf	15
nor2b	14
mux2i	14
o31ai	14
a22oi	13
nor4	12
nand4	11
o21a	11
a31oi	11
nand2b	10
and3	10
or2	10
o21bai	9
a211oi	9
and2	8
a211o	7
o31a	7
o22ai	7
a221oi	7
a311oi	7
nor3b	6
nor4b	6
a21boi	6
Power figures rest on the tool's default switching activity, not on a simulated workload.
